### design/flow/config.mk
export PLATFORM = sky130hd
export DESIGN_NAME = ReLU
export DESIGN_NICKNAME = ReLU
export VERILOG_FILES = /design/flow/design.v
export SDC_FILE = /design/flow/constraint.sdc
export NUM_CORES = 4
export LEC_CHECK = 1
export CORE_AREA = 10 10 70 70
export DIE_AREA = 0 0 80 80
### design/flow/design.v
`timescale 1ns / 1ps
`timescale 1ns / 1ps
module ReLU #(parameter dataWidth = 16, weightIntWidth = 1) 
(
    input           clk,
    input       [2*dataWidth-1:0] x,
    output logic   [dataWidth-1:0] out
);
always_ff @(posedge clk)
begin
    if($signed(x) >= 0)
        if(|x[2*dataWidth-1-:weightIntWidth])
            out <= {1'b0,{(dataWidth-1){1'b1}}};  
        else
            out <= x[2*dataWidth-weightIntWidth-1-:dataWidth];
    else
        out <= 0;
end
endmodule
### design/flow/run.sh
#!/bin/bash
# OpenROAD 26Q1-2900-gdf79404cd8, Yosys 0.63+post, stock flow scripts
make -C /OpenROAD-flow-scripts/flow DESIGN_CONFIG=/design/flow/config.mk WORK_HOME=/design/flow/orfs finish
### design/flow/constraint.sdc
current_design ReLU

set clk_period 1.0
set clk_io_pct 0.2

create_clock -name clk0 -period $clk_period [get_ports {clk}]

set non_clock_inputs [all_inputs -no_clocks]
set_input_delay [expr $clk_period * $clk_io_pct] -clock clk0 $non_clock_inputs
set_output_delay [expr $clk_period * $clk_io_pct] -clock clk0 [all_outputs]
==> results_tabular.tex <==
% Synthesis and place-and-route results
\begin{tabular}{lr}
\hline
Metric & Value \\
\hline
\multicolumn{2}{l}{\textbf{Worst setup path}} \\
Capture point of the critical path & out[5] \\
First element of the critical path & out[5]\$\_SDFF\_PN0\_ \\
Buffers \& Inverters on Critical Path & 1 \\
Kind of cell with the highest combined delay on the critical path & flip-flops \\
Largest stage delay on the critical path & 0.31 ns \\
Critical Path Source Type & flip-flop \\
Critical Setup Path Class & reg2out \\
Cell depth of the worst setup path & 1 \\
Crit-path max FO & 1 \\
Data required time at the worst endpoint & 0.80 ns \\
CP endpoint kind & output pin \\
CP Data Arrival Time & 0.75 ns \\
Cells along the critical path & clkdlybuf4s15\_1 \\
Slowest cell on the critical path & sky130\_fd\_sc\_hd\_\_dfxtp\_1 \\
\multicolumn{2}{l}{\textbf{Power and ir drop}} \\
Post-layout power & 1.23 mW \\
Peak VDD IR & 0.000482 V \\
LEAKAGE & 0.368 nW \\
Pwr Density & 1460 nW/µm² \\
\multicolumn{2}{l}{\textbf{Yosys}} \\
Synthesized instance count & 33 \\
Chip Area, Yosys & 464 µm² \\
Syn Std Cell Area & 464 µm² \\
Area leader, netlist & sky130\_fd\_sc\_hd\_\_dfxtp\_1 \\
Top area contributor share & 69.0\% \\
Sequential area share after synthesis & 69.0\% \\
Avg Synthesized Cell Area & 14.1 µm² \\
Yosys warning total & 1 \\
Main area contributors & sky130\_fd\_sc\_hd\_\_dfxtp\_1 69\%, sky130\_fd\_sc\_hd\_\_nor2b\_2 13\%, sky130\_fd\_sc\_hd\_\_and2b\_2 11\% \\
Flops after synth & 16 \\
Cell Type Count & 5 \\
Number of cells in Yosys stat & 33 \\
\multicolumn{2}{l}{\textbf{Flow run}} \\
Tally of OpenROAD warnings & 40 \\
Maximum Capacitance Violations & 0 \\
\multicolumn{2}{l}{\textbf{Die}} \\
Core region area & 3420 µm² \\
I/O pins & 49 \\
Starting density of the core & 13.6\% \\
Die x size & 80 µm \\
Total die size & 6400 µm² \\
Number of placement rows & 21 \\
Die Height & 80 µm \\
\multicolumn{2}{l}{\textbf{CTS}} \\
Clk Tree Root Cell & sky130\_fd\_sc\_hd\_\_clkbuf\_4 \\
Post-CTS repair timing setup buffer count & 0 \\
Sinks on Clock Net & 16 \\
Max Root-Sink Buffers & 2 \\
Clock transition at the registers of the reported paths & 0.08 ns \\
Number of buffers inserted during clock tree synthesis & 3 \\
TritonCTS clock tree & built \\
Deepest level of the CTS H-tree & 1 \\
Count of hold-fix buffers inserted at cts & 0 \\
\multicolumn{2}{l}{\textbf{Timing}} \\
Max Transition Viols Final & 0 \\
Worst slew pin tran & 0.318 ns \\
Maximum frequency from static timing analysis & 1.06 GHz \\
RSZ-0062 raised after global routing & false \\
Max transition margin & 78.7\% \\
Final sum of negative setup slack & 0 ns \\
Final critical path time including I/O delays and setup & 0.947 ns \\
Fin crit share & 94.7\% \\
Setup-failing EPs final & 0 \\
Number of hold-slack violations in the final timing report & 0 \\
\multicolumn{2}{l}{\textbf{Finish}} \\
Final Util & 24.8\% \\
Fill cell instance count of the final layout & 387 \\
Area added between synthesis and finish & 82.5\% \\
Top cell excl fill/tap & sky130\_fd\_sc\_hd\_\_clkdlybuf4s50\_1 \\
Largest register FFs & 16 \\
Commonest non-fill, non-tap cells in the layout & 17 x sky130\_fd\_sc\_hd\_\_clkdlybuf4s50\_1, 10 x sky130\_fd\_sc\_hd\_\_dfxtp\_1, 10 x sky130\_fd\_sc\_hd\_\_clkbuf\_2, 7 x sky130\_fd\_sc\_hd\_\_nor2b\_2 \\
Top Registers & out x16 \\
Share of cells above drive strength 1 & 53.5\% \\
Largest Register & out \\
\multicolumn{2}{l}{\textbf{Global routing}} \\
Maximum number of pins on one net before global-route repair & 10 \\
Via count of the first global-routing pass & 373 \\
Wire length of the first global-routing pass & 1790 µm \\
Total routing usage reported by global routing & 3.55\% \\
Number of antenna violations at the first check in global routing & 0 \\
Remaining Overflow, GRT & 0 \\
\multicolumn{2}{l}{\textbf{Routing}} \\
Number of nets with antenna violations after detailed routing & 0 \\
Routed wire length & 1240 µm \\
Violation count after the first detailed-route iteration & 1 \\
Count of vias placed by the detailed router & 349 \\
DRT Pass-1 Iters & 2 \\
Total inserted antenna cells & 0 \\
Number of design rule violations left after detail routing & 0 \\
Avg WL per Cell & 10.6 µm \\
Ratio of routed vias to standard cells & 2.98 \\
\multicolumn{2}{l}{\textbf{Outcome}} \\
Status & finished clean \\
\multicolumn{2}{l}{\textbf{Placed design}} \\
Routability-driven placement congestion ratio & 0.733 \\
Number of port buffers & 33 \\
\multicolumn{2}{l}{\textbf{Worst hold path}} \\
Hold WC Path Type & in2reg \\
\hline
\end{tabular}
## power breakdown
part,switching [mW],internal [mW],leakage [nW]
logic,0.0324,0.116,0.212
clock network,0.182,0.221,0.0210
registers,0.00776,0.673,0.135
## synth_stat cells, drive strengths merged
cell,n
and2b,6
nor2b,10
dfxtp,16
buf,1
## layout make-up
cell class                      count  area, µm²  share of cell area, %
Sequential cell                    16        328                   38.7
Tap cell                           46       57.6                   6.79
Timing Repair Buffer               35        293                   34.6
Multi-Input combinational cell     16        133                   15.7
Clock buffer                        4       36.3                   4.28
## logic make-up after synthesis
family,share of synthesized area (%)
buffers and inverters,2.43
and+or+nand+nor,28.6
DFF,69.0
## routing by layer
layer	vias up	wire length [µm]	GRT usage (%)
met5	-	0	0
met4	0	0	0.528
met3	0	189	2.95
met2	22	561	6.10
met1	153	490	3.21
li1	174	-	-
## per-stage QoR
| step | std cells | hold slack, ns | worst slack (ns) | cell area [µm²] |
|---|---|---|---|---|
| after floorplan | 33 | 0.328 | 0.504 | 464 |
| after global placement | 113 | 0.772 | -0.243 | 868 |
| after detailed placement | 113 | 0.771 | -0.261 | 868 |
| after CTS | 117 | 0.469 | 0.000891 | 891 |
| after global routing | 117 | 0.451 | 0.00196 | 847 |
| final | 117 | 0.473 | 0.0530 | 847 |
## worst min-delay path by stage
stage     start            endpoint  slack, ns  cells past startpoint
6_report  x[28]  out[13]$_SDFF_PN0_       0.47                      2
5_1_grt   x[28]  out[13]$_SDFF_PN0_       0.45                      2
4_1_cts   x[28]  out[13]$_SDFF_PN0_       0.47                      2
## what timing repair did
item	in CTS	in global routing
endpoints found under the setup margin	16	10
gates resized	36	15
cloned	0	0
Power is estimated from default activity; no workload was simulated.
